`flow/config.mk`:
```
export PLATFORM = sky130hd
export DESIGN_NAME = RAM_async
export DESIGN_NICKNAME = RAM_async
export VERILOG_FILES = /design/flow/design.v
export SDC_FILE = /design/flow/constraint.sdc
export NUM_CORES = 4
export LEC_CHECK = 1
export CORE_UTILIZATION = 50
export SYNTH_HDL_FRONTEND = slang
export SYNTH_MEMORY_MAX_BITS = 65536
```
`flow/constraint.sdc`:
```
current_design RAM_async

set clk_period 57.0
set clk_io_pct 0.2

create_clock -name clk0 -period $clk_period [get_ports {clk}]

set non_clock_inputs [all_inputs -no_clocks]
set_input_delay [expr $clk_period * $clk_io_pct] -clock clk0 $non_clock_inputs
set_output_delay [expr $clk_period * $clk_io_pct] -clock clk0 [all_outputs]
```
`flow/design.v`:
```
module hvsync_generator(clk, reset, hsync, vsync, display_on, hpos, vpos);
  input clk;
  input reset;
  output reg hsync, vsync;
  output display_on;
  output reg [8:0] hpos;
  output reg [8:0] vpos;
  parameter H_DISPLAY       = 256;  
  parameter H_BACK          =  23;  
  parameter H_FRONT         =   7;  
  parameter H_SYNC          =  23;  
  parameter V_DISPLAY       = 240;  
  parameter V_TOP           =   5;  
  parameter V_BOTTOM        =  14;  
  parameter V_SYNC          =   3;  
  parameter H_SYNC_START    = H_DISPLAY + H_FRONT;
  parameter H_SYNC_END      = H_DISPLAY + H_FRONT + H_SYNC - 1;
  parameter H_MAX           = H_DISPLAY + H_BACK + H_FRONT + H_SYNC - 1;
  parameter V_SYNC_START    = V_DISPLAY + V_BOTTOM;
  parameter V_SYNC_END      = V_DISPLAY + V_BOTTOM + V_SYNC - 1;
  parameter V_MAX           = V_DISPLAY + V_TOP + V_BOTTOM + V_SYNC - 1;
  wire hmaxxed = (hpos == H_MAX) || reset;	 
  wire vmaxxed = (vpos == V_MAX) || reset;	 
  always @(posedge clk)
  begin
    hsync <= (hpos>=H_SYNC_START && hpos<=H_SYNC_END);
    if(hmaxxed)
      hpos <= 0;
    else
      hpos <= hpos + 1;
  end
  always @(posedge clk)
  begin
    vsync <= (vpos>=V_SYNC_START && vpos<=V_SYNC_END);
    if(hmaxxed)
      if (vmaxxed)
        vpos <= 0;
      else
        vpos <= vpos + 1;
  end
  assign display_on = (hpos<H_DISPLAY) && (vpos<V_DISPLAY);
endmodule
module RAM_sync(clk, addr, din, dout, we);
  parameter A = 10;  
  parameter D = 8;   
  input  clk;		 
  input  [A-1:0] addr;	 
  input  [D-1:0] din;	 
  input  we;		 
  output reg [D-1:0] dout;	 
  reg [D-1:0] mem [0:(1<<A)-1];  
  always @(posedge clk) begin
    if (we)		 
      mem[addr] <= din;	 
    dout <= mem[addr];	 
  end
endmodule
module RAM_async(clk, addr, din, dout, we);
  parameter A = 10;  
  parameter D = 8;   
  input  clk;		 
  input  [A-1:0] addr;	 
  input  [D-1:0] din;	 
  output [D-1:0] dout;	 
  input  we;		 
  reg [D-1:0] mem [0:(1<<A)-1];  
  always @(posedge clk) begin
    if (we)		 
      mem[addr] <= din;	 
  end
  assign dout = mem[addr];  
endmodule
module RAM_async_tristate(clk, addr, data, we);
  parameter A = 10;  
  parameter D = 8;   
  input  clk;		 
  input  [A-1:0] addr;	 
  inout  [D-1:0] data;	 
  input  we;		 
  reg [D-1:0] mem [0:(1<<A)-1];  
  always @(posedge clk) begin
    if (we)		  
      mem[addr] <= data;  
  end
  assign data = !we ? mem[addr] : {D{1'bz}};  
endmodule
module voxel_engine(
  input clk,
  input reset,
  input display_on,
  input [8:0] hpos,
  input [8:0] vpos,
  output reg we,
  output reg [11:0] addr,
  output reg [7:0] ram_d
);
  reg [0:0] voxels[7:0][7:0][7:0];   
  integer x, y, z;
  initial begin
    for (x = 0; x < 8; x = x + 1) begin
      for (y = 0; y < 8; y = y + 1) begin
        for (z = 0; z < 8; z = z + 1) begin
          voxels[x][y][z] = {(x + y + z) % 2}[0:0] ? 1'b1 : 1'b0;
        end
      end
    end
  end
  always @(posedge clk or posedge reset) begin
    if (reset) begin
      addr <= 0;
      we <= 0;
      x <= 0;
      y <= 0;
      z <= 0;
    end else if (display_on) begin
      if (voxels[x][y][z]) begin
        addr <= {y[3:0], x[3:0], 4'b0};   
        we <= 1;
        ram_d <= 8'b11111111;   
      end else begin
        we <= 0;
      end
      if (z < 7) begin
        z <= z + 1;
      end else begin
        z <= 0;
        if (y < 7) begin
          y <= y + 1;
        end else begin
          y <= 0;
          if (x < 7) begin
            x <= x + 1;
          end else begin
            x <= 0;
          end
        end
      end
    end else begin
      we <= 0;
    end
  end
endmodule
module top_module(clk, reset, hsync, vsync, rgb);
  input clk, reset;      
  output hsync, vsync;   
  output [2:0] rgb;      
  wire display_on;       
  wire [8:0] hpos;       
  wire [8:0] vpos;       
  hvsync_generator hvsync_gen(
    .clk(clk),
    .reset(reset),
    .hsync(hsync),
    .vsync(vsync),
    .display_on(display_on),
    .hpos(hpos),
    .vpos(vpos)
  );
  parameter RAM_ADDR_WIDTH = 12;  
  parameter RAM_DATA_WIDTH = 8;   
  wire we;   
  wire [RAM_ADDR_WIDTH-1:0] addr;     
  wire [RAM_DATA_WIDTH-1:0] ram_d;    
  wire [RAM_DATA_WIDTH-1:0] data;     
  RAM_async_tristate #(
    .A(RAM_ADDR_WIDTH),
    .D(RAM_DATA_WIDTH)
  ) ram (
    .clk(clk),
    .we(we),
    .addr(addr),
    .data(data)
  );
  voxel_engine voxel_eng(
    .clk(clk),
    .reset(reset),
    .display_on(display_on),
    .hpos(hpos),
    .vpos(vpos),
    .we(we),
    .addr(addr),
    .ram_d(ram_d)
  );
  assign data = we ? ram_d : 8'bZ;
  reg [2:0] rgb_reg;
  assign rgb = rgb_reg;
  always @(posedge clk or posedge reset) begin
    if (reset) begin
      rgb_reg <= 3'b000;
    end else begin
      if (display_on && !we) begin
        rgb_reg <= data[2:0];
      end else begin
        rgb_reg <= 3'b000;
      end
    end
  end
endmodule
```
`flow/run.sh`:
```
#!/bin/bash
# OpenROAD 26Q1-2900-gdf79404cd8, Yosys 0.63+post, stock flow scripts
make -C /OpenROAD-flow-scripts/flow DESIGN_CONFIG=/design/flow/config.mk WORK_HOME=/design/flow/orfs finish
```
==> impl_metrics.py <==
# Flow results
metrics = {
    "yosys": {
        "yosysWarnings": 0,
        "edf_count": 8192,
        "ys.flops": 8192,
        "ys.flop_type": "edfxtp_1",
        "synthCells": 16700,
        "ys_chip_area_mm2": 0.316,
        "netlist_area_mm2": 0.316,
        "synth.area.top_cells": "edfxtp_1 (78%), mux2i_1 (8.5%), mux4_2 (5.3%), o22ai_1 (2.2%), nor2_1 (1.6%)",
        "syn_area_per_cell_um2": 19.0,
        "synth-async-reset-ratio": 0,
        "yosysUniqueCellTypes": 58,
        "top_cell_area_share": 0.778,
        "yosysCellCount": 16700,
        "synth_top_cell_by_area": "edfxtp_1",
        "yosysSeqAreaShare": 0.778,
    },
    "power_and_ir_drop": {
        "netSwitchingFraction": 0.216,
        "clock_power_share": 0.414,
        "combinationalPowerShare": 0.045,
        "powerDensity_mw_per_mm2": 34.6,
        "p_int_mw": 9.62,
        "netSwitchingPower_mw": 2.64,
        "ir_worst_vdd_v": 0.0000385,
        "p_seq_frac": 0.541,
        "leakage_nw": 116,
    },
    "layout": {
        "final_layout_top_logic_cell": "edfxtp_1",
        "regMostFlops": "mem",
        "fin_area_mm2": 0.355,
        "mi_logic_area_mm2": 0.0656,
        "mostFrequentLayoutCells": "edfxtp_1 (8192), mux2i_1 (2684), nor2_1 (1376)",
        "reg_top3": "mem (8192)",
        "largest_reg_flops": 8192,
        "layout-drive-gt1-share": 0.157,
        "fillers": 46200,
        "area_growth_pct": 12.2,
        "seq_area_mm2": 0.246,
    },
    "hold_path": {
        "holdPathStages": 1,
        "min_path_type": "in -> reg",
    },
    "final_timing": {
        "worst_pin_slew_ps": 1380,
        "max_freq_mhz": 31.3,
        "fin_setup_tns_ps": 0,
        "drv_slew": 0,
        "post-route-period-util": 0.560,
        "finalHoldViolCount": 0,
        "min_period_ps": 31920,
        "setup_viol": 0,
        "rsz0062_at_grt": "false",
        "slew_headroom": 0.0776,
    },
    "routing": {
        "first_iter_violations": 11000,
        "wl_per_cell_um": 33.7,
        "vias_per_cell": 6.10,
        "dr.pass1.iters": 7,
        "post-route-drc-count": 0,
        "antenna_left": 0,
        "totalWireLength_um": 890000,
        "vias": 161000,
    },
    "clock_network": {
        "cts-root-buf": "clkbuf_16",
        "clock-sinks": 8192,
        "htree_levels": 6,
        "cts_hold_buf": 0,
        "cts.clk_slew.worst_paths_ps": 60,
        "cts_buffer_depth": 4,
        "cts-buffers-inserted": 813,
        "post-cts-setup-buffer-count": 0,
        "cts_resized": 0,
        "cts_tree": "built",
    },
    "place": {
        "place_hpwl_um": 551000,
        "placed_cell_area_mm2": 0.329,
        "finalWeightedCongestion": 0.905,
        "portBuffers": 27,
    },
    "job": {
        "maxCapViolations": 0,
        "tool_warnings": 74,
    },
    "floorplanning": {
        "dieWidth_um": 797,
        "placeableCoreArea_mm2": 0.629,
        "die_y_um": 797,
        "initial_core_util": 0.503,
        "io_pins": 28,
        "rows": 291,
        "dieArea_mm2": 0.635,
    },
    "setup_path": {
        "worstPathCellList": "buf_16, buf_4, buf_4, buf_4, buf_4, buf_4, buf_4, buf_4, buf_4, mux2i_1, o22ai_1, nor4_1, buf_4, a31oi_1, buf_4, a31oi_1, nand4_1, clkdlybuf4s50_1",
        "start_kind": "input port",
        "path_max_fanout": 63,
        "cp_top_family": "buffers and inverters",
        "crit_path_max_incr_delay_ps": 900,
        "cp_common_cell": "buf_4",
        "endpoint_kind": "primary output",
        "crit_required_ps": 45600,
        "path_class": "in -> out",
        "worst-path-stages": 18,
        "critical-path-slowest-cell": "nor4_1",
        "critPathArrivalTime_ps": 20520,
        "crit_buf_inv": 12,
    },
    "global_route": {
        "grt_max_degree": 123,
        "overflow": 0,
        "grt_pass1_wl_um": 1260000,
        "antenna_found_initial": 57,
        "grt_pass1_vias": 169000,
        "grt_usage": 0.315,
    },
    "run_status": {
        "status": "finished clean",
    },
}
## power by group through the flow
stage | Sequential [mW] | Combinational [mW] | Clock [mW]
after CTS | 6.63 | 0.556 | 5.15
after global routing | 6.63 | 0.587 | 5.38
final | 6.63 | 0.555 | 5.08
## cell usage after synthesis (34+ instances only)
master,count
nor4_1,195
nor2_1,1384
buf_1,49
clkbuf_1,459
o2111ai_1,106
nand2_1,231
a22oi_1,145
a211oi_1,51
mux4_2,748
o21ai_0,127
a21oi_1,75
mux2i_1,2684
edfxtp_1,8192
buf_4,124
o22ai_1,1098
nor3_1,174
a31oi_1,34
buf_2,444
o211ai_1,67
## cell families (layout without fill, tap and decap cells)
family,Yosys count,in the layout,synth area share
AOI/OAI and AO/OA,1817,1817,0.0379
buffers and inverters,1083,2368,0.0162
DFF,8192,8192,0.778
muxes,3447,3447,0.139
other,0,111,0
and+or+nand+nor,2117,2117,0.0287
## area by class of cell
cell class,count,share of cell area
Tap cell,8350,0.0295
Inverter,3,0.0000600
Timing Repair Buffer,871,0.0197
Clock inverter,482,0.0110
Sequential cell,8192,0.694
Multi-Input combinational cell,7381,0.185
Antenna cell,111,0.000784
Clock buffer,1012,0.0600
## layer usage
layer	global-route usage	share of wire
met4	0.107	0.045
met2	0.430	0.45
met3	0.240	0.18
met1	0.416	0.32
met5	0.0194	0.0025
## metrics by stage
step,setup slack (ps),hold slack [ps],cells,total power [mW],utilization
2_1_floorplan,31750,11500,16700,7.03,-
3_3_place_gp,25230,11870,24800,7.31,0.523
3_5_place_dp,25160,11890,24800,7.31,0.523
4_1_cts,25110,10640,26300,12.3,0.563
5_1_grt,24580,10680,26300,12.6,0.564
6_report,25080,10690,26400,12.3,0.564
## path summary, 6_finish.rpt
check | startpoint | end | slack [ps]
hold / removal | din[7] | mem[284][7] | 10690
setup / recovery | addr[1] | dout[1] | 25080
Power and IR drop assume default switching activity.
